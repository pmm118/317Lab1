===== /design/flow/run.sh =====
#!/bin/bash
# OpenROAD 26Q1-2900-gdf79404cd8, Yosys 0.63+post, stock flow scripts
make -C /OpenROAD-flow-scripts/flow DESIGN_CONFIG=/design/flow/config.mk WORK_HOME=/design/flow/orfs finish

===== /design/flow/constraint.sdc =====
current_design pipelined

set clk_period 15.4
set clk_io_pct 0.2

create_clock -name clk0 -period $clk_period [get_ports {clk}]

set non_clock_inputs [all_inputs -no_clocks]
set_input_delay [expr $clk_period * $clk_io_pct] -clock clk0 $non_clock_inputs
set_output_delay [expr $clk_period * $clk_io_pct] -clock clk0 [all_outputs]

===== /design/flow/design.v =====
`timescale 1ns / 1ps
module pipelined(
    input  wire              clk,
    input  wire              rst,
    input  wire              in_valid,
    output wire              in_ready,
    input  wire signed [15:0] a,
    input  wire signed [15:0] b,
    input  wire signed [15:0] c,
    input  wire signed [15:0] d,
    input  wire signed [15:0] e,
    output reg               out_valid,
    input  wire              out_ready,
    output reg signed [31:0]  y
);
    wire s3_ready_in;
    wire s2_ready_in;
    wire s1_ready_in;
    assign s3_ready_in = (~out_valid) || (out_valid && out_ready);
    assign s2_ready_in = (~s2_valid)  || (s2_valid  && s3_ready_in);
    assign s1_ready_in = (~s1_valid)  || (s1_valid  && s2_ready_in);
    assign in_ready = s1_ready_in;
    wire in_send = in_valid && in_ready;
    reg signed [31:0] s1_p1;
    reg signed [31:0] s1_p2;
    reg signed [15:0] s1_e;
    reg               s1_valid;
    always @(posedge clk) begin
        if (rst) begin
            s1_valid <= 1'b0;
            s1_p1    <= 32'sd0;
            s1_p2    <= 32'sd0;
            s1_e     <= 16'sd0;
        end else if (s1_ready_in) begin
            s1_valid <= in_send;
            if (in_send) begin
                s1_p1 <= $signed(a) * $signed(b);
                s1_p2 <= $signed(c) * $signed(d);
                s1_e  <= e;
            end
        end
    end
    reg signed [31:0] s2_s;
    reg signed [15:0] s2_e;
    reg               s2_valid;
    always @(posedge clk) begin
        if (rst) begin
            s2_valid <= 1'b0;
            s2_s     <= 32'sd0;
            s2_e     <= 16'sd0;
        end else if (s2_ready_in) begin
            s2_valid <= s1_valid;
            if (s1_valid) begin
                s2_s <= s1_p1 + s1_p2;
                s2_e <= s1_e;
            end
        end
    end
    always @(posedge clk) begin
        if (rst) begin
            out_valid <= 1'b0;
            y         <= 32'sd0;
        end else if (s3_ready_in) begin
            out_valid <= s2_valid;
            if (s2_valid) begin
                y <= s2_s + $signed(s2_e);
            end
        end
    end
endmodule

===== /design/flow/config.mk =====
export PLATFORM = sky130hd
export DESIGN_NAME = pipelined
export DESIGN_NICKNAME = pipelined
export VERILOG_FILES = /design/flow/design.v
export SDC_FILE = /design/flow/constraint.sdc
export NUM_CORES = 4
export LEC_CHECK = 1
export CORE_UTILIZATION = 50

==> run summary <==
flow finished, numbers: status=finished, final reports clean, Unique cell types=66, number of rows created at floorplan=86, number of synthesized flops with an enable pin=0, number of synthesis warnings=1, cell count of the worst reg-to-reg path=12, maximum number of pins on one net before global-route repair=74, global-route wire length before repair=111000 um, setup repair after global routing missed its margin=no, Skew-Pair Late Insertion Delay=440 ps, Die X=239 um, Critical Path End Type=flip-flop, routed vias=21400, total routing resource utilization after global routing=25.7%, gate count of the mapped netlist=3245, share of cells above drive strength 1=1.80%, Hold Crit Class=reg2reg, required time at the worst-slack endpoint=15760 ps, Synth Flop Type=dfxtp_1, Max transition margin=47.3%, final setup TNS=0 ps, post-CTS repair timing setup buffer count=0, average wire length per cell after detail routing=16.0 um, ys cells=3245, Post-synth regs=163, post-route DRC violation count=0, CP arrival=9980 ps, standard cell core area=0.0554 mm2, total inserted antenna cells=0, placed cell count=3997, Max Cap Violations=0, layout-stage area growth over the synthesis result=8.22%, number of primary I/O pins=118, async set-or-reset flop fraction in the synthesized netlist=0%, count of endpoints failing hold in the final timing report=0, sum of routed wire length over all layers=64300 um, post-detail-place hpwl=53100 um, root cell of the clock tree=clkbuf_16, clock tree from TritonCTS=built, RD Place Congestion=0.927, via count of the first global-routing pass=22100, Port Buffer Count=117, tally of filler cells in the layout=4972, count of antenna-violating nets left after detailed routing=0, Post-CTS Hold Fix Bufs=0, minimum clock period=9620 ps, count of TritonRoute iterations in the first routing pass=6, largest driver fanout on the critical path=16, setup skew after layout=16.8 ps, Synth Area per Inst=8.68 um2, PostCTS Resize Cnt=0, clock sink total=163, post-layout instance count excluding filler cells=4029, fp util=50.8%, classification of the worst setup path=in2reg, die height=239 um, Seq/Total Area, Yosys=11.6%, area of the synthesized netlist per yosys stat=0.0282 mm2, largest buffer count on any clock path=2, clock edge transition at the registers on the reported setup and hold paths=70 ps, cell area after synthesis=0.0282 mm2, Fmax=0.104 GHz, part of the cycle the worst path needs=62.5%, ratio of routed vias to standard cells=5.30, Die Outline Area=0.0573 mm2, final count of negative-setup-slack endpoints=0, number of antenna violations at the first check in global routing=0, number of logged tool warnings=25, count of routing violations after the opening detailed-route iteration=1002, number of clock buffers inserted by TritonCTS=17, Min-Delay Path Depth=2, htree depth=4, Critical Path Start Type=primary input, worst-margin pin slew=790 ps, total count of max-transition violations in the final report=0, Remaining Overflow, GRT=0
## logic make-up (layout without fill, tap and decap cells)
logic type | after synthesis | in the layout | share of synthesized area (%)
buf+inv | 719 | 755 | 9.58
compound gates | 467 | 467 | 10.2
mux | 7 | 7 | 0.249
fa+ha+maj | 752 | 752 | 47.4
xor+xnor | 89 | 89 | 2.77
simple gates | 1048 | 1048 | 18.2
flops | 163 | 163 | 11.6
## layer usage
| layer | global-route usage [%] | vias up | wire length [um] |
|---|---|---|---|
| li1 | - | 10200 | - |
| met1 | 39.9 | 10600 | 28800 |
| met2 | 40.8 | 497 | 31200 |
| met3 | 5.42 | 40 | 3570 |
| met4 | 2.64 | 0 | 746 |
| met5 | 0 | - | 0 |
## cell usage in the layout (no fill, tap or decap), types with 12 or more instances in the layout
cell type / netlist / layout
a211oi_1: 20 / 20
nand3_1: 43 / 43
a31oi_1: 20 / 19
a21oi_1: 198 / 198
xor2_1: 23 / 23
dfxtp_1: 163 / 163
xnor2_1: 66 / 66
clkdlybuf4s50_1: 0 / 116
or3_1: 16 / 16
and2_1: 254 / 254
o211ai_1: 12 / 12
o21a_1: 28 / 28
nor2_1: 94 / 94
nand2b_1: 23 / 23
nand2_1: 476 / 474
fa_1: 526 / 526
ha_1: 226 / 226
nor2b_1: 21 / 21
nor3_1: 39 / 39
nor4b_1: 14 / 14
and3_1: 13 / 13
a21o_1: 39 / 39
nand4_1: 12 / 12
o21ai_0: 77 / 77
inv_1: 596 / 596
clkbuf_16: 0 / 17
## critical path, stage by stage
cell and delay [ps]:
clkdlybuf4s50_1 910, nand2_1 170, fa_1 560, inv_1 50, fa_1 530, inv_1 70, fa_1 530, inv_1 50
fa_1 440, fa_1 490, inv_1 50, fa_1 470, inv_1 40, ha_1 320, and3_1 230, and3_1 210
o31ai_1 340, a21oi_2 160, nor3_2 200, o31ai_1 110, o31a_1 300, or4b_1 520, a31oi_1 170
## layout make-up
cell class	count	area, um2	area share [%]
well taps	748	936	3.07
flip-flops and latches	163	3260	10.7
multi-input cells	2363	22200	72.9
clock buffers	17	425	1.40
inverters	597	2240	7.35
clock inverters	15	156	0.513
repair buffers	126	1240	4.06
## cells in the mapped netlist, types with 3 or more instances
library cell	n	share of area, %
and3_1	13	0.29
or3_1	16	0.36
inv_1	596	7.9
o211ai_1	12	0.32
nand3_1	43	0.76
o21a_1	28	0.75
a211o_1	8	0.25
nand3b_1	6	0.16
and4_1	5	0.16
mux2i_1	7	0.25
a221oi_1	3	0.093
nand4_1	12	0.27
fa_1	526	37
ha_1	226	10
clkbuf_1	113	1.5
xnor2_1	66	2.1
nor4b_1	14	0.44
buf_1	9	0.12
dfxtp_1	163	12
nand2_1	476	6.3
o31a_1	6	0.19
and2_1	254	5.6
nand2b_1	23	0.51
xor2_1	23	0.72
o21ai_0	77	1.4
nor3b_1	5	0.13
nor2_1	94	1.3
nor3_1	39	0.69
a41o_1	3	0.11
a21boi_0	10	0.27
a211oi_1	20	0.53
a21oi_1	198	3.5
nor2b_1	21	0.47
a21o_1	39	1.0
nand4b_1	3	0.093
a31oi_1	20	0.44
o31ai_1	10	0.27
or4_1	9	0.24
o21bai_1	9	0.24
or2_2	7	0.16
## final timing paths
| path | startpoint | to | slack, ps |
|---|---|---|---|
| setup / recovery | a[7] | s1_p1[29]$_SDFFE_PP0P_ | 5780 |
| setup reg to reg | s1_p1[0]$_SDFFE_PP0P_ | s2_s[18]$_SDFFE_PP0P_ | 11830 |
| hold reg to reg | y[15]$_SDFFE_PP0P_ | y[15]$_SDFFE_PP0P_ | 450 |
| hold / removal | y[15]$_SDFFE_PP0P_ | y[15]$_SDFFE_PP0P_ | 450 |
## flip-flops by register name, summed over array words and instances, names as in the netlist
| signal | cells |
|---|---|
| out_valid | 1 |
| s1_e | 16 |
| s1_p1 | 32 |
| s1_p2 | 32 |
| s1_valid | 1 |
| s2_e | 16 |
| s2_s | 32 |
| s2_valid | 1 |
| y | 32 |
## per-stage QoR
stage	setup WS, ps	util, %	instance area, um2	hold WS [ps]
after detailed placement	5390	54.0	29900	445
after global routing	5350	55.0	30500	467
after global placement	5440	54.0	29900	439
after floorplan	6490	-	28200	417
final	5780	55.0	30500	451
after CTS	5830	55.0	30500	454
