[config.mk]
export PLATFORM = sky130hd
export DESIGN_NAME = unpipelined
export DESIGN_NICKNAME = unpipelined
export VERILOG_FILES = /design/flow/design.v
export SDC_FILE = /design/flow/constraint.sdc
export NUM_CORES = 4
export LEC_CHECK = 1
export CORE_UTILIZATION = 30
[constraint.sdc]
current_design unpipelined

set clk_period 11.9
set clk_io_pct 0.2

create_clock -name clk0 -period $clk_period [get_ports {clk}]

set non_clock_inputs [all_inputs -no_clocks]
set_input_delay [expr $clk_period * $clk_io_pct] -clock clk0 $non_clock_inputs
set_output_delay [expr $clk_period * $clk_io_pct] -clock clk0 [all_outputs]
[design.v]
module unpipelined (
    input wire clk,
    input wire rst,
    input wire  in_valid,
    output wire in_ready,
    input wire signed [15:0] a,
    input wire signed [15:0] b,
    input wire signed [15:0] c,
    input wire signed [15:0] d,
    input wire signed [15:0] e,
    output reg out_valid,
    input wire  out_ready,
    output reg signed [31:0] y
);
    assign in_ready = (~out_valid) || (out_valid && out_ready);  
    always @(posedge clk) begin
         if (rst) begin  
            out_valid <= 1'b0;
            y <= 32'sd0;  
         end else if (in_ready) begin
            out_valid <= in_valid;
            if (in_valid) begin
                y <= (a * b) + (c * d) + e;
            end
        end
    end
 endmodule
[run.sh]
#!/bin/bash
# OpenROAD 26Q1-2900-gdf79404cd8, Yosys 0.63+post, stock flow scripts
make -C /OpenROAD-flow-scripts/flow DESIGN_CONFIG=/design/flow/config.mk WORK_HOME=/design/flow/orfs finish
==> impl_metrics.env <==
# flow metrics
export IMPL_synth_seq_share_pct=3.15
export IMPL_drc=0
export IMPL_die_area_mm2=0.0709
export IMPL_final_core_util_pct=34.1
export IMPL_relSlewSlack_pct=46.9
export IMPL_core_mm2=0.0688
export IMPL_first_iter_violations=388
export IMPL_grt_pass1_vias=15791
export IMPL_crit_path_max_incr_delay_ps=820
export IMPL_finClkSkew_ps=2.74
export IMPL_vias_per_cell=4.34
export IMPL_max_freq_mhz=98.9
export IMPL_setup_violations=0
export IMPL_timing_hold_ws_ps=448
export IMPL_crit_chain="clkdlybuf4s50_1 -> nand2_1 -> fa_1 -> inv_1 -> fa_1 -> inv_1 -> fa_1 -> inv_1 -> fa_1 -> fa_1 -> fa_1 -> fa_1 -> inv_1 -> fa_1 -> inv_1 -> ha_1 -> nand2_1 -> o21ai_1 -> a21o_1 -> o22ai_2 -> nor4_2 -> nor3_1 -> or4b_1 -> nand3_1"
export IMPL_critPathCaptureType="flop"
export IMPL_syn_area_mm2=0.0210
export IMPL_postCtsSetupBuffers=0
export IMPL_yosysWarnings=1
export IMPL_hpwl_um=44500
export IMPL_cp_start_kind="primary input"
export IMPL_wire_per_inst_um=15.3
export IMPL_synth_area_per_cell_um2=9.23
export IMPL_tightest_slew_ps=793
export IMPL_drive_gt1_share_pct=2.08
export IMPL_worstPathArrival_ps=10340
export IMPL_worstSetupPathType="primary input to flop"
export IMPL_worst_path_max_fanout=16
export IMPL_cts_tree="done"
export IMPL_ant_nets=0
export IMPL_crit_top_cell="fa_1"
export IMPL_top_level_ports=118
export IMPL_enable_flop_cells=0
export IMPL_post_route_period_util_pct=85.0
export IMPL_synthDistinctLibCells=48
export IMPL_yosysCellCount=2270
export IMPL_cp_required_ps=12120
export IMPL_n_antenna_cell=0
export IMPL_cpMaxStageDelayCell="clkdlybuf4s50_1"
export IMPL_fin_crit_ps=10110
export IMPL_htreeDepth=2
export IMPL_place_congestion=0.901
export IMPL_grt_overflow_total=0
export IMPL_synthToLayoutAreaGrowth_pct=11.8
export IMPL_die_height_um=266
export IMPL_top_cell_area_share_pct=56.3
export IMPL_firstDrtPassIters=5
export IMPL_cts_resized=0
export IMPL_postRouteWirelength_um=50200
export IMPL_yosys_stat_chipArea_mm2=0.0210
export IMPL_min_path_type="flop to flop"
export IMPL_clkSinkCount=33
export IMPL_die_w_um=266
export IMPL_fp_utilization_pct=30.5
export IMPL_ff_type="dfxtp_1"
export IMPL_grt_usage_pct=16.3
export IMPL_clk_path_buf_depth=2
export IMPL_ys_async_sr_fraction_pct=0
export IMPL_top_cells_by_count="664 x inv_1, 589 x fa_1, 346 x nand2_1"
export IMPL_grt_max_degree=37
export IMPL_slew_violations=0
export IMPL_top_area_cell="fa_1"
export IMPL_synthMostInstantiatedCell="inv_1"
export IMPL_io_buffers=117
export IMPL_clkTransAtPathRegs_ps=60
export IMPL_warnings=26
export IMPL_netlist_instances=2270
export IMPL_setup_ws_ps=1790
export IMPL_ys_ff=33
export IMPL_fp_row_count=96
export IMPL_area_leaders="fa_1 56%, inv_1 12%, ha_1 8.0%"
export IMPL_cts_hold_buf=0
export IMPL_finalSetupTns_ps=0
export IMPL_clock_latency_ps=280
export IMPL_cts_buffers=5
export IMPL_antenna_found_initial=2
export IMPL_drv_cap=0
export IMPL_grt_pass1_wl_um=84400
export IMPL_ctsRootBufferMaster="clkbuf_16"
export IMPL_nFillCells=7056
export IMPL_timing_hold_violations_final=0
export IMPL_rsz0062_at_grt="false"
export IMPL_run_status="complete, no violations"
export IMPL_pre_cts_ws_ps=1510
export IMPL_vias=14253
[metrics by stage]
| stage | area (µm²) | cells |
|---|---|---|
| global route | 23400 | 3285 |
| finish | 23400 | 3285 |
| detailed placement | 23300 | 3277 |
| CTS | 23400 | 3285 |
| global placement | 23300 | 3277 |
| floorplan | 21000 | 2270 |
[sequential cells by signal (all words and copies together), names as in the netlist]
register   flops
out_valid      1
y             32
[layer usage]
| metal | up-vias | track usage [%] | wire (µm) |
|---|---|---|---|
| met5 | - | 0 | 23 |
| met4 | 4 | 1.62 | 600 |
| met3 | 32 | 5.15 | 4000 |
| met2 | 429 | 27.7 | 26500 |
| met1 | 7228 | 21.5 | 19100 |
| li1 | 6560 | - | - |
[layout make-up]
class / count / area (µm²) / share of cell area, %
well taps: 931 / 1160 / 4.97
repair buffers: 150 / 1420 / 6.05
flip-flops and latches: 33 / 661 / 2.82
clock buffers: 7 / 143 / 0.609
clock inverters: 1 / 30.0 / 0.128
inverters: 665 / 2500 / 10.7
multi-input cells: 1498 / 17500 / 74.8
[placed cells by master, fill, tap and decap left out, drive strengths merged, types with 6 or more instances in the layout]
| cell type | count |
|---|---|
| dfxtp | 33 |
| a21o | 7 |
| fa | 589 |
| xnor2 | 37 |
| xor2 | 9 |
| nand2b | 21 |
| buf | 33 |
| a21oi | 42 |
| clkbuf | 7 |
| o21ai | 21 |
| a211oi | 6 |
| ha | 134 |
| inv | 664 |
| nor3 | 10 |
| and2 | 198 |
| nand2 | 346 |
| clkdlybuf4s50 | 117 |
| nor2 | 24 |
[path summary, 6_finish.rpt]
path	depth (start not counted)	slack, ps	end	from
setup / recovery	24	1790	y[31]	d[1]
hold / removal	2	450	y[20]	y[20]
setup reg to reg	6	10120	y[31]	out_valid
hold reg to reg	2	450	y[20]	y[20]
[cells by family after synthesis]
group,synth area share [%]
compound gates,3.09
buf+inv,13.2
flops,3.15
simple gates,14.3
xor+xnor,1.92
fa+ha+maj,64.3
[worst max-delay path: cells and delay by family]
kind	cells	cell delay [ps]
adder cells (fa/ha/maj)	9	4690
AND-OR/OR-AND	3	510
AND/OR/NAND/NOR	6	1440
buffers and inverters	6	1320
